==> flow/design.v <==
module UART_TX 
  #(parameter cpb = 217)
  (
   input       clk,
   input       tx_dv,
   input [7:0] tx_data_in, 
   output      tx_active,
   output reg  tx_data_out,
   output      tx_done
   );
  parameter IDLE         = 3'b000;
  parameter START = 3'b001;
  parameter TX = 3'b010;
  parameter STOP  = 3'b011;
  parameter CLEANUP      = 3'b100;
  reg [2:0] state     = 0;
  reg [7:0] r_clk_count = 0;
  reg [2:0] r_bit_index   = 0;
  reg [7:0] r_tx_data     = 0;
  reg       r_done     = 0;
  reg       r_active   = 0;
  always @(posedge clk)
  begin
    case (state)
      IDLE :
        begin
          tx_data_out   <= 1'b1;          
          r_done     <= 1'b0;
          r_clk_count <= 0;
          r_bit_index   <= 0;
          if (tx_dv == 1'b1)
          begin
            r_active <= 1'b1;
            r_tx_data   <= tx_data_in;
            state   <= START;
          end
          else
            state <= IDLE;
        end  
      START :
        begin
          tx_data_out <= 1'b0;
          if (r_clk_count < cpb-1)
          begin
            r_clk_count <= r_clk_count + 1;
            state     <= START;
          end
          else
          begin
            r_clk_count <= 0;
            state     <= TX;
          end
        end  
      TX :
        begin
          tx_data_out <= r_tx_data[r_bit_index];
          if (r_clk_count < cpb-1)
          begin
            r_clk_count <= r_clk_count + 1;
            state     <= TX;
          end
          else
          begin
            r_clk_count <= 0;
            if (r_bit_index < 7)
            begin
              r_bit_index <= r_bit_index + 1;
              state   <= TX;
            end
            else
            begin
              r_bit_index <= 0;
              state   <= STOP;
            end
          end 
        end  
      STOP :
        begin
          tx_data_out <= 1'b1;
          if (r_clk_count < cpb-1)
          begin
            r_clk_count <= r_clk_count + 1;
            state     <= STOP;
          end
          else
          begin
            r_done     <= 1'b1;
            r_clk_count <= 0;
            state     <= CLEANUP;
            r_active   <= 1'b0;
          end 
        end  
      CLEANUP :
        begin
          r_done <= 1'b1;
          state <= IDLE;
        end
      default :
        state <= IDLE;
    endcase
  end
  assign tx_active = r_active;
  assign tx_done   = r_done;
endmodule
==> flow/run.sh <==
#!/bin/bash
# OpenROAD 26Q1-2900-gdf79404cd8, Yosys 0.63+post, stock flow scripts
make -C /OpenROAD-flow-scripts/flow DESIGN_CONFIG=/design/flow/config.mk WORK_HOME=/design/flow/orfs finish
==> flow/config.mk <==
export PLATFORM = sky130hd
export DESIGN_NAME = UART_TX
export DESIGN_NICKNAME = UART_TX
export VERILOG_FILES = /design/flow/design.v
export SDC_FILE = /design/flow/constraint.sdc
export NUM_CORES = 4
export LEC_CHECK = 1
export CORE_AREA = 10 10 90 90
export DIE_AREA = 0 0 100 100
==> flow/constraint.sdc <==
current_design UART_TX

set clk_period 1.7
set clk_io_pct 0.2

create_clock -name clk0 -period $clk_period [get_ports {clk}]

set non_clock_inputs [all_inputs -no_clocks]
set_input_delay [expr $clk_period * $clk_io_pct] -clock clk0 $non_clock_inputs
set_output_delay [expr $clk_period * $clk_io_pct] -clock clk0 [all_outputs]
==> notes.md <==
The worst setup path is captured at a register. With the leakage power of the design at 0.000496 uW, the total power draw is 1490 uW. Per the layout area report, the combinational gate area comes to 418 um2. Among all flip-flop cells after synthesis, the most frequent one is edfxtp_1.

The transition time at the pin with the least slew margin came out at 0.420 ns. Counting the fill cells in the layout gives 661. The number of max-slew violations in the final report came out at 0. The number of buffers added by the clock tree synthesis step was 3. The tools report the signal arrival time at the worst endpoint as 1.54 ns.

The count of state elements after synthesis is 25. With the overall fraction of global-route tracks in use at 0.0378, the horizontal die size is 100 um. Adding up every negative setup slack in the final design gives 0 ns.

The post-synthesis cell count from yosys was 90; the total clock sinks was 25. The class of the tightest hold or removal check is reg -> reg. The detailed router reported a total wirelength of 1900 um. The number of enable flip-flop cells was 22; the number of diodes was 0. The clock passes through at most 2 buffers. The final critical-path share of the clock period came out at 0.900. According to the floorplan report, the die height is 100 um. Once detail routing completed, the nets flagged for antenna violations numbered 0. Counting I/O delays and the setup requirement, the final critical path takes 1.53 ns. The number of antenna violations at the first check in global routing came out at 0. Setup repair after global routing left no endpoint under its margin.

The setup path with the least slack is of type reg -> reg. The final hold violation count is 0, and the tool warning count is 25. Wire length on met2: 850 um. Before any placement, the netlist area is recorded as 1160 um2.

13 I/O pins were placed. The fraction of post-synthesis cell area in the top cell type by area was 0.568; the routed metal-1 wirelength was 928 um. The run gives 0.27 ns as the clock insertion delay at the later pin of the skew report. Input and output buffers added on the ports amount to 12. The largest total area in the synthesized netlist belongs to edfxtp_1. Per the gpl log, the routability congestion estimate is 0.787. The fraction of layout instances using a drive strength above 1 works out to 0.112.

The top cell type by instance count after synthesis was edfxtp_1. The wire length of the first global-routing pass was 3200 um. Per the timing report, the achievable frequency comes out to 653 MHz.

Summing over every cut layer, the via total after detailed routing is 725. Per the post-CTS timing run, clock transition at the registers of the reported paths is 0.09 ns. With the switching share of total power at 0.265, the largest vdd supply drop is 0.742 mV.

The power density over the cells works out to 1030 nW/um2. For the relative slew slack, the log shows 0.719. For the Yosys warning count, the log shows 1.

The internal portion of the total power is 1090 uW. In this run the power spent charging and discharging nets is 395 uW. The wire-length estimate of the detail-placed layout is 1410 um.

Summed over all nets, wire length on met3 after detailed routing comes to 63 um. The detailed router used layers up to and including met4. The area growth from synthesis to layout is 24.3%.

The run gives 0 for the post-synthesis async set-or-reset flop share. For the number of setup violations in the final report, the log shows 0. The clock tree skew after final layout was 0.00354 ns; the number of hold buffers added after CTS was 0.

Per the run summary, max-cap violations total 0. With the data required time of the critical path at 1.71 ns, the global-route congestion overflow total is 0. TritonRoute output was used to compute an average wire per cell of 10.3 um. The commonest cells after synthesis are edfxtp_1, nor2_1, nand2_1, nand3_1, inv_1. TritonRoute reported its final design rule violation total as 0.

The floorplan-stage core utilization is 0.185. The overall die size recorded for this design is 10000 um2. The run gives 0.181 for the part of the power in combinational logic. The placeable core region came out at 6280 um2. STA lists the maximum fanout along the critical path as 6. The tools report the clock root buffer as clkbuf_8.

In the Yosys stats the netlist draws on 33 distinct library cells. Entering global routing, the biggest net connects 16 pins. The synthesized netlist has a Yosys-reported chip area of 1160 um2. The part of the total power dissipated in the clock network came out at 0.238. The detailed router's first-iteration violation count is 6, and the average vias per placed instance is 3.94. For the part of the Yosys area used for sequential elements, the log shows 0.620. TritonCTS built the clock tree. Startpoint type of the worst setup path: a register. The proportion of power drawn by flip-flops and latches was 0.580. By area the synthesized netlist is led by edfxtp_1, dfxtp_1, xor2_1. The number of global-route vias before repair was 695. Synthesis produced 90 cells. The number of iterations in the first detailed-routing pass was 6.

The area occupied by registers was 721 um2. The report lists the number of standard-cell rows as 29. The H-tree depth was 1. The run finished with clean final reports. Mean cell area of the mapped netlist: 12.9 um2.
[layer usage]
layer | vias up | global-route usage
met5 | - | 0
met4 | 0 | 0.0130
met1 | 337 | 0.0515
li1 | 373 | -
met3 | 2 | 0.00833
met2 | 13 | 0.0587
[metrics by stage]
step                std cells  area (um2)  worst slack, ns   util  hold WS [ns]
finish                    184        1450            0.170  0.230         0.599
global route              184        1450           0.0821  0.230         0.610
CTS                       184        1440           0.0998  0.229         0.603
detailed placement        180        1390            0.105  0.222         0.582
global placement          180        1390            0.142  0.222         0.583
floorplan                  90        1160            0.258      -         0.439
[area by class of cell]
cell class / count / area share
clock buffers: 3 / 0.0286
clock inverters: 1 / 0.00519
inverters: 5 / 0.0130
multi-input cells: 58 / 0.289
flip-flops and latches: 25 / 0.499
well taps: 77 / 0.0667
repair buffers: 15 / 0.0987
[worst paths after layout]
check / from / to / slack (ns) / depth (start not counted)
setup / recovery: r_bit_index[0] / tx_data_out / 0.17 / 3
hold / removal: r_clk_count[0] / r_clk_count[0] / 0.60 / 1
setup reg to reg: r_bit_index[0] / tx_data_out / 0.17 / 3
hold reg to reg: r_clk_count[0] / r_clk_count[0] / 0.60 / 1
[kinds of logic after synthesis]
kind of cell               share of synthesized area
AOI/OAI and AO/OA                              0.106
xor gates and xnor gates                      0.0377
adders and majority gates                     0.0215
buffers and inverters                         0.0248
DFF                                            0.620
muxes                                         0.0420
and+or+nand+nor                                0.149
[timing repair]
item | 4_1_cts | 5_1_grt
buffers inserted | 0 | 0
setup endpoints to repair | 0 | 3
endpoints found under the hold margin | 0 | 0
gates resized | 0 | 1
[worst max-delay path, stage by stage, from the launching register on]
cell and delay, ns:
edfxtp_1 0.49, mux4_1 0.58, nor2b_1 0.12, o32ai_1 0.09
[cell usage in the layout (no fill, tap or decap), drive strengths merged, types with 2 or more instances in the layout]
cell,count
ha,2
nor2b,3
and3,3
dfxtp,3
nor2,7
nand3,6
clkbuf,3
nand2,6
inv,5
xor2,4
mux2,2
clkdlybuf4s50,12
o21ai,2
or3,2
a21oi,2
buf,3
edfxtp,22
nor3b,2
[flip-flops by register name (all words and copies together), names as in the netlist]
signal       flops
r_clk_count      8
state            3
r_active         1
r_done           1
r_tx_data        8
r_bit_index      3
tx_data_out      1
[power by group through the flow]
stage         clock (uW)  sequential, uW  combinational [uW]
CTS                  372             865                 271
global route         390             882                 319
finish               355             864                 270
Power is estimated from default activity; no workload was simulated.
