<file path="design/flow/config.mk">
export PLATFORM = sky130hd
export DESIGN_NAME = UART_RX
export DESIGN_NICKNAME = UART_RX
export VERILOG_FILES = /design/flow/design.v
export SDC_FILE = /design/flow/constraint.sdc
export NUM_CORES = 4
export LEC_CHECK = 1
export CORE_UTILIZATION = 30
</file>
<file path="design/flow/constraint.sdc">
current_design UART_RX

set clk_period 3.5
set clk_io_pct 0.2

create_clock -name clk0 -period $clk_period [get_ports {clk}]

set non_clock_inputs [all_inputs -no_clocks]
set_input_delay [expr $clk_period * $clk_io_pct] -clock clk0 $non_clock_inputs
set_output_delay [expr $clk_period * $clk_io_pct] -clock clk0 [all_outputs]
</file>
<file path="design/flow/design.v">
module UART_RX
  #(parameter cpb = 217)
  (
   input        clk,
   input        rx_data_in,
   output       rx_dv,
   output [7:0] rx_data_out
   );
  parameter IDLE         = 3'b000;
  parameter START = 3'b001;
  parameter RX = 3'b010;
  parameter STOP  = 3'b011;
  parameter CLEANUP      = 3'b100;
  reg [7:0]     r_clk_count = 0;
  reg [2:0]     r_bit_index   = 0;  
  reg [7:0]     r_rx_data     = 0;
  reg           r_rx_dv       = 0;
  reg [2:0]     state     = 0;
  always @(posedge clk)
  begin
    case (state)
      IDLE :
        begin
          r_rx_dv       <= 1'b0;
          r_clk_count <= 0;
          r_bit_index   <= 0;
          if (rx_data_in == 1'b0)           
            state <= START;
          else
            state <= IDLE;
        end
      START :
        begin
          if (r_clk_count == (cpb-1)/2)
          begin
            if (rx_data_in == 1'b0)
            begin
              r_clk_count <= 0;   
              state     <= RX;
            end
            else
              state <= IDLE;
          end
          else
          begin
            r_clk_count <= r_clk_count + 1;
            state     <= START;
          end
        end  
      RX :
        begin
          if (r_clk_count < cpb-1)
          begin
            r_clk_count <= r_clk_count + 1;
            state     <= RX;
          end
          else
          begin
            r_clk_count          <= 0;
            r_rx_data[r_bit_index] <= rx_data_in;
            if (r_bit_index < 7)
            begin
              r_bit_index <= r_bit_index + 1;
              state   <= RX;
            end
            else
            begin
              r_bit_index <= 0;
              state   <= STOP;
            end
          end
        end  
      STOP :
        begin
          if (r_clk_count < cpb-1)
          begin
            r_clk_count <= r_clk_count + 1;
     	    state     <= STOP;
          end
          else
          begin
       	    r_rx_dv       <= 1'b1;
            r_clk_count <= 0;
            state     <= CLEANUP;
          end
        end  
      CLEANUP :
        begin
          state <= IDLE;
          r_rx_dv   <= 1'b0;
        end
      default :
        state <= IDLE;
    endcase
  end    
  assign rx_dv   = r_rx_dv;
  assign rx_data_out = r_rx_data;
endmodule  
</file>
<file path="design/flow/run.sh">
#!/bin/bash
# OpenROAD 26Q1-2900-gdf79404cd8, Yosys 0.63+post, stock flow scripts
make -C /OpenROAD-flow-scripts/flow DESIGN_CONFIG=/design/flow/config.mk WORK_HOME=/design/flow/orfs finish
</file>
==> run summary <==
Results of the flow run.

The number of inserted diodes stands at 0. The die is a little under 70 microns wide. From bottom edge to top edge, the die measures between 60 and 70 microns.

The maximum clock insertion buffer count stands at 2. Power spread over the standard cell area amounts to a little over 300 nW/um^2. The commonest register cell is sky130_fd_sc_hd__edfxtp_1. By startpoint and endpoint, the worst setup path is classified as flip-flop to flip-flop. Counting the warning lines in the Yosys log gives 1. The run finished with clean final reports. The area enclosed by the die boundary stands at 4640 sq um. The total CTS buffers stands at 3.

The DRC violation total left in the routed layout is recorded as 0. The post-synth count of flops with an enable pin is 20. Setup slack on the worst path after placement came out at 1.13 ns. Post-CTS repair ended up resizing 0 cells. For this run the aggregate overflow at the end of global routing stands at 0. CTS saw 23 sinks.

In the post-synthesis netlist, the biggest area contributors are sky130_fd_sc_hd__edfxtp_1 (46%), sky130_fd_sc_hd__ha_1 (5.7%), sky130_fd_sc_hd__dfxtp_1 (4.6%), sky130_fd_sc_hd__mux2_2 (3.4%), sky130_fd_sc_hd__a211oi_1 (2.9%). The met1 track demand over resource in global routing stands at between 10% and 20%. Buffers placed on the I/O ports in this run total 10. The critical path crosses 5 cells after its start point.

The first global-routing pass estimated just under 4 mm of wire. In this run the worst hold path is classified as flip-flop to flip-flop. On the critical path, the stage with the largest delay is an instance of sky130_fd_sc_hd__edfxtp_1. Buffers inserted to repair hold after CTS numbered 0.

The most frequently used library cell after synthesis is sky130_fd_sc_hd__edfxtp_1. The top cell type's share of synthesized area stands at a little under half. STA lists the startpoint of the worst register-to-register path as r_bit_index[0]. The setup total negative slack stands at 0 ns.

The tool warning count for the run is 29. The number of buffers added for setup after CTS stands at 0. The number of violations of the max-capacitance limit stands at 0.

Counting both buffers and inverters, the worst setup path holds a total of 1. For the pin with the worst max-slew slack, the measured transition is 0.919 ns. TritonCTS built the clock tree.

The worst setup path is captured at a flip-flop. For this run, global-route usage on met2 was measured as 18.5%. In the final report, the number of endpoints failing setup comes to 0.

Looking at the global route congestion table, the highest-usage layer is met2. Looking at area per cell type in the netlist, the leader is sky130_fd_sc_hd__edfxtp_1. The remaining antenna violation count stands at 0. The number of global-route vias before repair stands at 867. The HPWL after detailed placement stands at 1.68 mm.

The number of cell instances on the worst register-to-register path stands at 5. Max fanout on the critical path was recorded as 13. The worst voltage drop across the vdd grid stands at about 190 uV. The floorplan-stage core utilization stands at ~32%.

The filler cell count in the final layout stands at a little under 400. The final-report max-slew violation count stands at 0. The initial antenna violation count is 0. Counting flops and latches in the post-synthesis netlist gives 23. The endpoint arrival time on the critical path stands at ~2.1 ns.

According to the timing report, the data required time at the worst endpoint equals between 3 and 4 ns. The number of H-tree levels stands at 1. For the worst-skew pair, the clock arrives at the later sink with an insertion delay of about 0.26 ns. The number of vias per cell stands at between 5 and 6. On the final layout, the worst clock skew is between 0.005 and 0.006 ns.

The final RePlAce weighted congestion stands at 0.803. The least setup slack across all paths after layout stands at 1.39 ns. Clock tree synthesis selected as its root buffer the cell sky130_fd_sc_hd__clkbuf_8.

In this build the clock could be raised as far as approximately 480 MHz. Summing every instance area after synthesis gives 1310 sq um. Walking the worst path, the cells encountered are inv_1, ha_1, xor2_1, nor4b_1, mux2_2.

In the hold timing report, the worst path depth is 1. Per STA, the startpoint of the critical path is r_bit_index[0]. The number of placed I/O pins stands at 11. Routing resource usage on met3 recorded by global route was under 10%. Post-synthesis, Yosys gives the total cell area as roughly 1300 sq um. Counting distinct cell types in the post-synthesis netlist gives 35. Setup repair after global routing left no endpoint under its margin. In the post-route report, total wirelength is listed as 2.34 mm.

The max-slew headroom at the worst pin stands at 38.5%. The cell family contributing the most delay on the critical path is flip-flops. Global routing used between 10% and 20% of the available tracks. In this run the static leakage power is 0.503 nW.

The vias after detailed routing stands at between 900 and 1000. The synthesis-to-layout area growth stands at 14.7%. The portion of the clock cycle consumed by the worst path in the final layout stands at around 60%. Clock-pin slew was measured on the worst setup and hold paths at roughly 0.080 ns. After synthesis, the mean cell area works out to about 11 sq um. The number of hold violations in the final report stands at 0. Entering global routing, the biggest net connects 15 pins. The area of all sequential standard cells stands at about 660 sq um. Among all stages on the critical path, the maximum delay recorded is ~0.6 ns. The clock period could shrink to 2.11 ns. The first-iteration detailed-routing DRC count stands at 40.

The row count stands at 23. The multi-input combinational cell area stands at 609 sq um. The proportion of register bits with asynchronous set or reset after synthesis stands at 0%. In the Yosys report the total cell count is ~120. The final routed wire length divided by cell count stands at 13.1 microns. STA classifies the critical path startpoint as a flip-flop. In the Yosys report, the sequential cells make up between 50% and 60% of the chip area. The core region is 4090 sq um. The fraction of layout cells with a size suffix above 1 stands at 12.4%. Counting instances in the post-synthesis netlist gives the leading cell types as sky130_fd_sc_hd__edfxtp_1 (20), sky130_fd_sc_hd__nand2_1 (9), sky130_fd_sc_hd__nor2_1 (9).

The detailed-router iteration count before antenna repair stands at 4. The startpoint identified for the worst hold timing path is r_rx_data[3]. Synthesis produced a netlist whose cell count is 119.
[worst reg2reg max path, cell delays in order, from the launching register on]
cell	delay [ns]
sky130_fd_sc_hd__edfxtp_1	0.60
sky130_fd_sc_hd__inv_1	0.09
sky130_fd_sc_hd__ha_1	0.25
sky130_fd_sc_hd__xor2_1	0.21
sky130_fd_sc_hd__nor4b_1	0.34
sky130_fd_sc_hd__mux2_2	0.37
[through the flow]
stage / std cells / util (%) / power (mW) / hold WS (ns) / cell area [sq um]
global route: 179 / 36.8 / 0.482 / 0.604 / 1510
finish: 179 / 36.8 / 0.458 / 0.569 / 1510
detailed placement: 175 / 35.7 / 0.303 / 0.550 / 1460
global placement: 175 / 35.7 / 0.303 / 0.547 / 1460
CTS: 179 / 36.8 / 0.465 / 0.576 / 1510
floorplan: 119 / - / 0.302 / 0.503 / 1310
[flip-flops by register name, summed over array words and instances (netlist names)]
register / count
r_rx_data: 8
state: 3
r_bit_index: 3
r_rx_dv: 1
r_clk_count: 8
[cell type report]
type                            instances  area share, %
Sequential cell                        23           43.9
Multi-Input combinational cell         85           40.5
Timing Repair Buffer                   10           6.65
Tap cell                               50           4.16
Clock buffer                            3           2.74
Inverter                                7           1.75
Clock inverter                          1          0.333
[path summary, 6_finish.rpt]
kind,end,slack (ns)
hold reg to reg,r_rx_data[3],0.57
hold / removal,r_rx_data[3],0.57
setup / recovery,r_rx_data[2],1.39
setup reg to reg,r_rx_data[2],1.39
[power breakdown]
part | switching (mW) | leakage, nW | internal, mW | total (mW)
Sequential | 0 | 0.219 | 0.293 | 0.293
Combinational | 0.00205 | 0.259 | 0.00150 | 0.00356
Clock | 0.0821 | 0.0255 | 0.0793 | 0.161
Total | 0.0842 | 0.503 | 0.374 | 0.458
[kinds of logic (layout without fill, tap and decap cells)]
group / count (synthesis) / count (layout) / share of synthesized area (%)
simple gates: 44 / 44 / 18.9
compound gates: 26 / 26 / 15.1
flops: 23 / 23 / 50.3
buf+inv: 11 / 21 / 3.24
fa+ha+maj: 6 / 6 / 5.72
xor+xnor: 5 / 5 / 3.34
mux: 4 / 4 / 3.43
[placed cells by master (no fill, tap or decap), types with 4 or more instances in the layout]
cell type	synthesis	layout
sky130_fd_sc_hd__mux2_2	4	4
sky130_fd_sc_hd__clkdlybuf4s50_1	0	10
sky130_fd_sc_hd__ha_1	6	6
sky130_fd_sc_hd__nand3_1	6	6
sky130_fd_sc_hd__nand2_1	9	9
sky130_fd_sc_hd__edfxtp_1	20	20
sky130_fd_sc_hd__a211oi_1	5	5
sky130_fd_sc_hd__nor2_1	9	9
sky130_fd_sc_hd__inv_1	7	7
sky130_fd_sc_hd__o2bb2ai_1	4	4
[routing by layer]
layer / part of all wire, % / routed length, microns
met1: 48 / 1110
met5: 0 / 0
met4: 0.43 / 10
met3: 4.8 / 113
met2: 47 / 1100
No activity file was given, so power comes from the tool's default toggle rates.
